## design/flow/design.v

```verilog
module FIFO2(CLK,
             RST,
             D_IN,
             ENQ,
             FULL_N,
             D_OUT,
             DEQ,
             EMPTY_N,
             CLR);
   parameter width = 1;
   parameter guarded = 1;
   input     CLK ;
   input     RST ;
   input [width - 1 : 0] D_IN;
   input                 ENQ;
   input                 DEQ;
   input                 CLR ;
   output                FULL_N;
   output                EMPTY_N;
   output [width - 1 : 0] D_OUT;
   reg                    full_reg;
   reg                    empty_reg;
   reg [width - 1 : 0]    data0_reg;
   reg [width - 1 : 0]    data1_reg;
   assign                 FULL_N = full_reg ;
   assign                 EMPTY_N = empty_reg ;
   assign                 D_OUT = data0_reg ;
   wire                   d0di = (ENQ && ! empty_reg ) || ( ENQ && DEQ && full_reg ) ;
   wire                   d0d1 = DEQ && ! full_reg ;
   wire                   d0h = ((! DEQ) && (! ENQ )) || (!DEQ && empty_reg ) || ( ! ENQ &&full_reg) ;
   wire                   d1di = ENQ & empty_reg ;
   // synopsys translate_off
   initial
     begin
        data0_reg   = {((width + 1)/2) {2'b10}} ;
        data1_reg  = {((width + 1)/2) {2'b10}} ;
        empty_reg = 1'b0;
        full_reg  = 1'b1;
     end  
   // synopsys translate_on
   always@(posedge CLK )
     begin
        if (RST == 1'b0)
          begin
             empty_reg <=  1'b0;
             full_reg  <=  1'b1;
          end  
        else
          begin
             if (CLR)
               begin
                  empty_reg <=  1'b0;
                  full_reg  <=  1'b1;
               end  
             else if ( ENQ && ! DEQ )  
               begin
                  empty_reg <=  1'b1;
                  full_reg <=  ! empty_reg ;
               end
             else if ( DEQ && ! ENQ )
               begin
                  full_reg  <=  1'b1;
                  empty_reg <=  ! full_reg;
               end  
          end  
     end  
   always@(posedge CLK )
     begin
          begin
             data0_reg  <= 
                           {width{d0di}} & D_IN | {width{d0d1}} & data1_reg | {width{d0h}} & data0_reg ;
             data1_reg <= 
                          d1di ? D_IN : data1_reg ;
          end  
     end  
   // synopsys translate_off
   always@(posedge CLK)
     begin: error_checks
        reg deqerror, enqerror ;
        deqerror =  0;
        enqerror = 0;
        if (RST == ! 1'b0)
          begin
             if ( ! empty_reg && DEQ )
               begin
                  deqerror =  1;
                  $display( "Warning: FIFO2: %m -- Dequeuing from empty fifo" ) ;
               end
             if ( ! full_reg && ENQ && (!DEQ || guarded) )
               begin
                  enqerror = 1;
                  $display( "Warning: FIFO2: %m -- Enqueuing to a full fifo" ) ;
               end
          end
     end  
   // synopsys translate_on
endmodule
module Fifo (CLK, RST, write_enable, write_data, read_enable,
                       write_ready,  read_ready, read_data);
   parameter width = 8;
    input CLK, RST;
    input wire [0:0] write_enable;
    input wire [width-1:0] write_data;
    input wire [0:0] read_enable;
    output wire [0:0] write_ready;
    output wire [width-1:0] read_data;
    output wire [0:0] read_ready;
    FIFO2#(.width (width)) f1 (.CLK (CLK), .RST (~RST),
                 .D_IN (write_data),
                 .ENQ (write_enable),
                 .FULL_N (write_ready),
                 .D_OUT (read_data),
                 .DEQ (read_enable),
                 .EMPTY_N (read_ready),
                 .CLR (1'b0)
                );
endmodule
module InputFifo (CLK, RST, write_enable, write_data, read_enable,
                            write_ready,  read_ready, read_data);
   parameter width = 8;
    input CLK, RST;
    input wire [0:0] write_enable;
    input wire [width-1:0] write_data;
    input wire [0:0] read_enable;
    output wire [0:0] write_ready;
    output wire [width-1:0] read_data;
    output wire [0:0] read_ready;
    FIFO2#(.width (width)) f1 (.CLK (CLK), .RST (~RST),
                 .D_IN (write_data),
                 .ENQ (write_enable),
                 .FULL_N (write_ready),
                 .D_OUT (read_data),
                 .DEQ (read_enable),
                 .EMPTY_N (read_ready),
                 .CLR (1'b0)
                );
endmodule
module OutputFifo (CLK, RST, write_enable, write_data, read_enable,
                            write_ready,  read_ready, read_data);
   parameter width = 8;
    input CLK, RST;
    input wire [0:0] write_enable;
    input wire [width-1:0] write_data;
    input wire [0:0] read_enable;
    output wire [0:0] write_ready;
    output wire [width-1:0] read_data;
    output wire [0:0] read_ready;
    FIFO2#(.width (width)) f1 (.CLK (CLK), .RST (~RST),
                 .D_IN (write_data),
                 .ENQ (write_enable),
                 .FULL_N (write_ready),
                 .D_OUT (read_data),
                 .DEQ (read_enable),
                 .EMPTY_N (read_ready),
                 .CLR (1'b0)
                );
endmodule
```

## design/flow/run.sh

```bash
#!/bin/bash
# OpenROAD 26Q1-2900-gdf79404cd8, Yosys 0.63+post, stock flow scripts
make -C /OpenROAD-flow-scripts/flow DESIGN_CONFIG=/design/flow/config.mk WORK_HOME=/design/flow/orfs finish
```

## design/flow/config.mk

```make
export PLATFORM = sky130hd
export DESIGN_NAME = Fifo
export DESIGN_NICKNAME = Fifo
export VERILOG_FILES = /design/flow/design.v
export SDC_FILE = /design/flow/constraint.sdc
export NUM_CORES = 4
export LEC_CHECK = 1
export CORE_AREA = 10 10 73 73
export DIE_AREA = 0 0 83 83
```

## design/flow/constraint.sdc

```tcl
current_design Fifo

set clk_period 1.8
set clk_io_pct 0.2

create_clock -name clk0 -period $clk_period [get_ports {CLK}]

set non_clock_inputs [all_inputs -no_clocks]
set_input_delay [expr $clk_period * $clk_io_pct] -clock clk0 $non_clock_inputs
set_output_delay [expr $clk_period * $clk_io_pct] -clock clk0 [all_outputs]
```

==> impl_metrics.csv <==
group,metric,value,unit
timing,relSlewSlack,0.6120,
clock_tree,clkSlewWorstSetupHoldPaths,60,ps
setup_path,slowest_stage,"clkdlybuf4s50_1",
global_routing,antenna_found_initial,0,
placed_design,dpl.hpwl,1.212,mm
synthesis,synth_cells,50,
floorplanning,die_area,6889,sq um
setup_path,critPathRequiredTime,1940,ps
synthesis,synth_top_area_share,0.3536,
setup_path,start_kind,"input port",
synthesis,synth_area,679.4,sq um
pwr,leakage,0.3760,nW
timing,slew_violations,0,
cells_and_area,final_cells,125,
synthesis,yosysChipArea,679.4,sq um
setup_path,slowest_delay,510,ps
synthesis,synthDistinctLibCells,17,
route,post-route-drc-count,0,
placed_design,port_buffers,21,
clock_tree,h-tree-depth,1,
floorplanning,die-width,83,um
setup_path,critical_path_arrival,1880,ps
clock_tree,root_buffer,"clkbuf_8",
clock_tree,cts_tree,"done",
global_routing,grt_max_degree,11,
floorplanning,ios,22,
setup_path,path_cells,"clkdlybuf4s50_1, inv_1, ha_1, a221o_2, a221o_1",
setup_path,endpoint_kind,"register",
route,wire_per_inst,12.70,um
route,viasPerCell,3.840,
setup_path,cp_max_fo,8,
timing,timing.fmax,574.1,MHz
clock_tree,cts_sinks,18,
timing,hold_viol,0,
synthesis,ys_cells,50,
synthesis,syn_avg_cell_area,13.59,sq um
floorplanning,core_area,3744,sq um
placed_design,dp_cells,121,
synthesis,synth.largest_area_cell,"edfxtp_1",
pwr,power.share.switching,0.2028,
global_routing,grt_use_total,0.04278,
timing,setup_tns,0,ps
pwr,seqPwrFrac,0.538,
clock_tree,holdBufCountCts,0,
timing,rsz0062_at_grt,"false",
setup_path,crit_type,"input port to register",
global_routing,grt_pass1_vias,494,
synthesis,synth_flops,18,
pwr,internal_power,0.7271,mW
hold_path,worstHoldPathType,"register to register",
route,vias,480,
route,n_antenna_cell,0,
clock_tree,clock_latency,250,ps
clock_tree,post_cts_buffers,0,
synthesis,area_leaders,"edfxtp_1, dfxtp_1, a221o_1, and2_1, ha_1",
pwr,p_clk_frac,0.298,
floorplanning,fp_util,0.1815,
global_routing,grt_pass1_wl,2.470,mm
pwr,p_per_area,903.3,nW/um^2
synthesis,ys_seq_share,0.6483,
floorplanning,num_rows,22,
clock_tree,cts_buffers,3,
cells_and_area,drive_gt1_frac,0.1039,
timing,min_period,1742,ps
route,initialDrtViolationCount,28,
cells_and_area,fin_area,1010,sq um
timing,setup_ws,58.28,ps
route,wl,1.588,mm
global_routing,grt_overflow,0,
pwr,p_comb_frac,0.164,
cells_and_area,fin_util,0.2697,
timing,setup_viol,0,
route,drt-pass1-iter-count,5,
timing,finalCritPeriodShare,0.9676,
placed_design,post-place-ws,-197.0,ps
placed_design,gp_congestion,0.7030,
route,ant_nets,0,
clock_tree,cts_buffer_depth,2,
floorplanning,die-height,83,um
run,tool_warnings,27,
synthesis,yosysWarnings,2,
timing,fin_worst_skew,2.913,ps
cells_and_area,nFillCells,398,
pwr,peakVddDrop,0.4199,mV
pwr,p_sw,0.1850,mW
timing,tightest_slew,578.2,ps
run,drv_cap,0,
cells_and_area,area_delta_synth_final,48.62,%
placed_design,placed_cell_area,964.7,sq um
clock_tree,cts_resized,0,
status,status,"finished clean",
cells in the mapped netlist:
library cell   n
ha_1           3
edfxtp_1       8
and2_2         1
nand3_1        1
o21ai_1        1
and2_1         8
inv_2          1
a221o_2        1
nand2b_1       1
inv_1          1
o22ai_1        1
a221o_1        8
o21ai_0        1
nand2_1        2
nor2_1         1
nor2b_1        1
dfxtp_1       10
kinds of logic after synthesis:
| logic type | after synthesis | share of synthesized area |
|---|---|---|
| adder cells (fa/ha/maj) | 3 | 0.05525 |
| flip-flops | 18 | 0.6482 |
| AND-OR/OR-AND | 12 | 0.1584 |
| AND/OR/NAND/NOR | 15 | 0.1271 |
| buffers and inverters | 2 | 0.01104 |
routing by layer:
layer / part of all wire / GRT usage / vias to the layer above
met4: 0.0038 / 0.003077 / 0
met3: 0.061 / 0.02067 / 2
met1: 0.52 / 0.06284 / 217
met2: 0.41 / 0.05726 / 17
li1: - / - / 244
met5: 0 / 0 / -
cells in the final DEF, fill, tap and decap left out, types with 2 or more instances in the layout:
cell / netlist / layout
clkdlybuf4s50_1: 0 / 21
dfxtp_1: 10 / 10
and2_1: 8 / 8
a221o_1: 8 / 8
edfxtp_1: 8 / 8
ha_1: 3 / 3
clkbuf_8: 0 / 3
nand2_1: 2 / 2
buf_4: 0 / 2
power groups by stage:
stage | clock, mW | combinational, mW | sequential (mW)
after CTS | 0.281 | 0.154 | 0.491
after global routing | 0.293 | 0.163 | 0.495
final | 0.272 | 0.150 | 0.490
metrics by stage:
| step | power, mW | hold slack, ps |
|---|---|---|
| 6_report | 0.9120 | 492.7 |
| 5_1_grt | 0.9506 | 506.0 |
| 4_1_cts | 0.9257 | 491.1 |
| 3_5_place_dp | 0.6523 | 475.4 |
| 3_3_place_gp | 0.6500 | 474.4 |
| 2_1_floorplan | 0.5379 | 432.3 |
worst max-delay path: cells and delay by family:
| family | cells | cell delay, ps |
|---|---|---|
| AOI/OAI and AO/OA | 2 | 750 |
| buffers and inverters | 2 | 590 |
| adders and majority gates | 1 | 170 |
cell type report:
cell class	instances	area, sq um	area share
multi-input combinational	30	231.5	0.2292
tap	48	60.06	0.05948
sequential	18	440.4	0.4362
clock inverter	1	3.754	0.003717
clock buffer	3	41.29	0.04089
inverter	2	7.507	0.007435
timing repair buffer	23	225.2	0.2230
path summary, 6_finish.rpt:
kind	endpoint	start	depth (start not counted)	slack, ps
setup / recovery	f1.data0_reg[3]	read_enable[0]	5	60
hold / removal	f1.data0_reg[1]	f1.data0_reg[1]	1	490
setup reg to reg	f1.data0_reg[3]	f1.full_reg	2	510
hold reg to reg	f1.data0_reg[1]	f1.data0_reg[1]	1	490
Power figures rest on the tool's default switching activity, not on a simulated workload.
