$ cat ./run.sh
#!/bin/bash
# OpenROAD 26Q1-2900-gdf79404cd8, Yosys 0.63+post, stock flow scripts
make -C /OpenROAD-flow-scripts/flow DESIGN_CONFIG=/design/flow/config.mk WORK_HOME=/design/flow/orfs finish
$ cat ./design.v
module SimpleBRAM (
  CLK, RST,
  read_addr,
  read_addr_valid,
  read_data,
  write_enable,
  write_addr,
  write_data
);
  parameter datawidth=32;
  parameter addrwidth=8;
  input wire CLK, RST;
  input  wire [(addrwidth-1):0] read_addr;
  input  wire                   read_addr_valid;
  output wire [(datawidth-1):0] read_data;
         reg  [(addrwidth-1):0] read_addr_reg;
  input  wire [0:0] write_enable;
  input  wire [(addrwidth-1):0] write_addr;
  input  wire [(datawidth-1):0] write_data;
  reg [datawidth-1:0] ram[2**addrwidth-1:0];
  always @(posedge CLK) begin
    if (1'b1 == write_enable) begin
      ram[write_addr] <= write_data;
    end
    if (read_addr_valid) begin
      read_addr_reg <= read_addr;
    end
  end
  assign read_data = ram[read_addr_reg];
endmodule
$ cat ./config.mk
export PLATFORM = sky130hd
export DESIGN_NAME = SimpleBRAM
export DESIGN_NICKNAME = SimpleBRAM
export VERILOG_FILES = /design/flow/design.v
export SDC_FILE = /design/flow/constraint.sdc
export NUM_CORES = 4
export LEC_CHECK = 1
export CORE_UTILIZATION = 40
export SYNTH_MEMORY_MAX_BITS = 65536
$ cat ./constraint.sdc
current_design SimpleBRAM

set clk_period 173.4
set clk_io_pct 0.2

create_clock -name clk0 -period $clk_period [get_ports {CLK}]

set non_clock_inputs [all_inputs -no_clocks]
set_input_delay [expr $clk_period * $clk_io_pct] -clock clk0 $non_clock_inputs
set_output_delay [expr $clk_period * $clk_io_pct] -clock clk0 [all_outputs]
==> run notes <==
fresh numbers from the pnr run: GR Util All Layers between 20 and 30%, Post-synth area hogs edfxtp_1 (78%), mux4_2 (10%), mux2i_1 (3.7%), a22oi_1 (0.61%), o22ai_1 (0.54%), f_max 0.0216 GHz, Max-slew headroom roughly 15%, Top Ports between 80 and 90, Main synth FF type edfxtp_1, clk root buf clkbuf_16, DR iter-0 viols about 11k, Num CTS Buffers 801, Residual DRC 0, internal power ~3.2 mW, Post-Syn Area ~0.32 sq mm, Arr. time, crit path 11590 ps, Cell Chain, Critical Path buf_4 -> buf_4 -> buf_4 -> buf_4 -> buf_4 -> buf_4 -> buf_4 -> buf_4 -> buf_4 -> buf_4 -> buf_4 -> mux2i_1 -> o221ai_1 -> a21oi_1 -> a31oi_1 -> nand4_1 -> nor4_2 -> clkdlybuf4s50_1, reg2reg path depth 1, TNS Setup 0 ps, number of enable flip-flop cells between 8k and 9k, outcome finished clean, max FFs per register approximately 8k, core area 0.784 sq mm, critical path class flip-flop to primary output, Register Area between 0.2 and 0.25 sq mm, # rows 325, max cap viols 0, Floorplan Utilization ~40%, routed len/inst about 34 microns, CP Capture Type primary output, vertical die size just under 900 microns, post-route design area about 0.36 sq mm, # clock sinks ~8.2k, period utilization 26.7%, Die Width slightly below 900 microns, Startpoint Class flip-flop, clock power share about two fifths, Resized Gates After CTS 0, Routed Antenna Nets 0, CTS tree yes, Async S/R FF share, synth 0%, Clock Skew roughly 12 ps, WHS approximately 480 ps, fillers between 60k and 70k, vias in the first global route approximately 170k, flops out of synthesis slightly above 8k, dpl cell area 0.335 sq mm, area leader, netlist edfxtp_1, Slew @ Worst Pin 1240 ps, Sw Ratio between 20% and 30%, crit path DRT ~140000 ps, yosys stat area 0.315 sq mm, Synth top area share between 70% and 80%, count of unique library cells instantiated by Yosys approximately 74, H-tree depth 6, critical path's slowest cell buf_4, Top Family by Delay on Critical Path buffers and inverters, largest net degree at the start of global routing about 140, reg-to-reg setup timing slack 172570 ps, worst-path fanout max 34, via count approximately 160k, number of antenna violations at the first check in global routing between 60 and 70, Clock Latency Late Sink ~1200 ps, Routed Wire Length just over 900 mm, Flop pwr share between 50% and 60%, number of synthesis warnings 1, clk buf depth 4, Post-CTS Setup Inserts 0, yosys stat cell total ~15k, Final setup viols 0, Commonest cells post-synth edfxtp_1 (8200), mux4_2 (1431), mux2i_1 (1174), Buf+Inv Stages, Crit Path 12, vias per inst ~5.8, Hold Path Class flip-flop to flip-flop, chip footprint 0.792 sq mm, gpl congestion between 0.9 and 1, top-count cell post-synth edfxtp_1, syn_area_per_cell 21.4 sq um, total gr overflow 0, r2r startpoint read_addr_reg[4], Hold Path Cell Cnt 1, Port Buf Inserts 82, Gate Count Post-Synth ~15k, Worst path max stage delay 680 ps, Final Hold Violation Tally 0, share of layout cells above drive strength 1 between 20% and 30%, first-pass GRT wire length about 1300 mm, VDD IR-drop max approximately 0.013 mV, hold wc startpoint read_addr_reg[6], tool warnings 35, drt pass-1 iters 5, Post-synth seq share between 70% and 80%, Post-CTS Hold Fix Bufs 0, leakage power between 100 and 150 nW, placed insts ~25k, Pwr per Cell Area 11.6 mW/mm^2, post-layout min period 46270 ps, Slew Viols, Final 0, Post-DP HPWL ~550 mm, clock slew at reported path FFs approximately 60 ps, Area Overhead vs Synth 14.0%, Comb area 0.0664 sq mm, Psw 958 uW, Final Non-Filler Cells 26.9k, most frequent cell on the critical path buf_4, setup repair after global routing missed its margin false, Comb power frac 7.9%
[area by class of cell]
class,instances,area share [%]
clock inverters,458,1.08
inverters,4,0.00835
multi-input cells,5617,18.5
flip-flops and latches,8208,68.5
diodes,77,0.0536
well taps,10464,3.64
clock buffers,1005,5.82
repair buffers,1086,2.41
[logic make-up (layout without fill, tap and decap cells)]
family	after synthesis	in the layout	synth area share [%]
other	0	77	0
multiplexers	2752	2752	14.5
AND-OR/OR-AND	1557	1557	3.62
AND/OR/NAND/NOR	1308	1308	1.99
buffers and inverters	917	2553	1.77
flip-flops	8208	8208	78.1
[cell usage in the layout (no fill, tap or decap), types with 168 or more instances in the layout]
| master | instances |
|---|---|
| edfxtp_1 | 8200 |
| nor2_1 | 174 |
| buf_4 | 991 |
| o221ai_1 | 194 |
| clkinv_1 | 211 |
| mux4_2 | 1431 |
| a22oi_1 | 258 |
| a21oi_1 | 198 |
| nor2_4 | 261 |
| nor3_1 | 168 |
| mux2i_1 | 1174 |
| nand2_1 | 273 |
| clkbuf_1 | 199 |
| clkbuf_16 | 806 |
| o22ai_1 | 272 |
[layer usage]
layer | wire (microns) | GRT usage, % | vias to the layer above
met5 | 3860 | 4.95 | -
met3 | 189000 | 22.9 | 1492
li1 | - | - | 64594
met2 | 406000 | 35.0 | 10178
met1 | 269000 | 27.8 | 78785
met4 | 39800 | 8.20 | 75
[power by group through the flow]
stage     Combinational (mW)  Clock, mW  Sequential, mW
6_report               0.331       1.66            2.19
4_1_cts                0.331       1.68            2.19
5_1_grt                0.350       1.76            2.19
[how the worst max path moves through the flow]
stage,startpoint,endpoint,slack (ps),cells after the start
after CTS,flip-flop,read_data[6],126640,18
final,flip-flop,read_data[6],127140,18
after global routing,flip-flop,read_data[6],126330,18
[through the flow]
stage	power, mW	worst slack [ps]	util (%)
3_3_place_gp	2.56	127920	42.7
5_1_grt	4.30	126330	45.8
2_1_floorplan	2.40	135860	-
6_report	4.18	127140	45.9
4_1_cts	4.20	126640	45.8
3_5_place_dp	2.56	127940	42.7
Power is estimated from default activity; no workload was simulated.
